==> flow/design.v <==
`timescale 1ns / 1ps
module lab3_2(
    input [5:0] money,
    input CLK,
    input [1:0] selectedArea,
    input plugAvailability,
    output reg [5:0] moneyLeft,
    output reg [4:0] seatLeft,
    output reg seatUnavailable,
    output reg insufficientFund,
    output reg notExactFund,
    output reg invalidPlugSeat,
    output reg plugSeatUnavailable,
    output reg seatReady
);
reg [4:0] TotalSeatsCount[0:2];      
reg [4:0] PlugSeats[0:2];   
initial begin
    TotalSeatsCount[0] = 15;  
    TotalSeatsCount[1] = 25;  
    TotalSeatsCount[2] = 20; 
    PlugSeats[0] = 0;
    PlugSeats[1] = 10;
    PlugSeats[2] = 20;
end
always @(posedge CLK) begin
    seatUnavailable = 0;
    insufficientFund = 0;
    notExactFund = 0;
    invalidPlugSeat = 0;
    plugSeatUnavailable = 0;
    seatReady = 0;
    moneyLeft =0;
    case (selectedArea)
        2'b00: begin 
            moneyLeft=money;
            seatLeft=TotalSeatsCount[0]; 
            if (TotalSeatsCount[0] == 0) begin
                seatUnavailable = 1;
            end else if (plugAvailability) begin
                invalidPlugSeat = 1;
            end else if (money < 10) begin
                insufficientFund = 1;
            end else begin
                TotalSeatsCount[0] = TotalSeatsCount[0] - 1;
                moneyLeft = money - 10;
                seatLeft = TotalSeatsCount[0];
                seatReady = 1;
            end
        end
        2'b01: begin  
            seatLeft=TotalSeatsCount[1];
            moneyLeft=money;
            if (!plugAvailability && (TotalSeatsCount[1] - PlugSeats[1] == 0)) begin
                seatUnavailable = 1;
            end else if (plugAvailability && PlugSeats[1] == 0) begin
                plugSeatUnavailable = 1;
            end  else if (money < 20) begin
                insufficientFund = 1;
            end else begin
                if (plugAvailability) begin
                    PlugSeats[1] = PlugSeats[1] - 1;
                end
                TotalSeatsCount[1] = TotalSeatsCount[1] - 1;
                moneyLeft = money - 20;
                seatLeft = PlugSeats[1];
                seatReady = 1;
            end
        end
        2'b11: begin 
            seatLeft=TotalSeatsCount[2];
            moneyLeft=money;
            if (TotalSeatsCount[2] == 0) begin
                seatUnavailable = 1;
            end else if (money != 30) begin
                notExactFund = 1;
            end else begin
                TotalSeatsCount[2] = TotalSeatsCount[2] - 1;
                moneyLeft = money - 30;
                seatLeft = TotalSeatsCount[2];
                seatReady = 1;
            end
        end
    endcase
end
endmodule
==> flow/run.sh <==
#!/bin/bash
# OpenROAD 26Q1-2900-gdf79404cd8, Yosys 0.63+post, stock flow scripts
make -C /OpenROAD-flow-scripts/flow DESIGN_CONFIG=/design/flow/config.mk WORK_HOME=/design/flow/orfs finish
==> flow/config.mk <==
export PLATFORM = sky130hd
export DESIGN_NAME = lab3_2
export DESIGN_NICKNAME = lab3_2
export VERILOG_FILES = /design/flow/design.v
export SDC_FILE = /design/flow/constraint.sdc
export NUM_CORES = 4
export LEC_CHECK = 1
export CORE_UTILIZATION = 30
==> flow/constraint.sdc <==
current_design lab3_2

set clk_period 4.6
set clk_io_pct 0.2

create_clock -name clk0 -period $clk_period [get_ports {CLK}]

set non_clock_inputs [all_inputs -no_clocks]
set_input_delay [expr $clk_period * $clk_io_pct] -clock clk0 $non_clock_inputs
set_output_delay [expr $clk_period * $clk_io_pct] -clock clk0 [all_outputs]
==> results_dict.tcl <==
# implementation run metrics
set metrics [dict create \
    grt_use_met3 0.0284 \
    fp.dieW_um 90.1 \
    ys_warn_count 3 \
    ios 27 \
    fin_setup_tns_ns 0 \
    clockBufferDepth 2 \
    arrival_ns 3.31 \
    status "finished, final reports clean" \
    clock_latency_ns 0.28 \
    hold-worst-slack_ns 0.647 \
    min_period_ns 3.28 \
    ys_sh_adder 0.0839 \
    synth_cells 231 \
    dpl_worst_slack_ns 1.06 \
    whs_path_depth 2 \
    min_from "TotalSeatsCount[0][4]$_DFFE_PP_" \
    use_met2 0.220 \
    mostFrequentLayoutCell "clkdlybuf4s50_1" \
    simple_gate_share 0.209 \
    critPathLaunch "money[2]" \
    async_flop_share 0 \
    syn-cell-area_sq_mm 0.00233 \
    warning_count 28 \
    grt.total_usage 0.144 \
    via_per_inst 5.09 \
    fp_util 0.316 \
    finalCritPeriodShare 0.713 \
    grt_pass1_vias 1844 \
    grt_max_degree 15 \
    mux_share 0.0328 \
    finalSetupViolCount 0 \
    setup_ws_ns 1.32 \
    cts.hold.buffers_added 0 \
    tightest_slew_ns 0.577 \
    final_max_slew_viol_count 0 \
    routedWlPerCell_um 15.0 \
    yosys.stat.seqShare 0.426 \
    n_antenna_cell 0 \
    finalHoldViolCount 0 \
    ant_nets 0 \
    yosys_cells 231 \
    routed_wl_mm 5.36 \
    synth-edff-count 25 \
    p_leak_nw 1.05 \
    skew_ns 0.00613 \
    rr_startpoint "TotalSeatsCount[1][0]$_DFFE_PP_" \
    cp_data_required_time_ns 4.63 \
    post_cts_buffers 0 \
    clk_pin_slew_ns 0.07 \
    hp-class "reg2reg" \
    routabilityCongestion 0.908 \
    num_vias 1822 \
    rsz0062_at_grt "no" \
    power.density_mw_per_mm2 284 \
    crit_path_start_kind "primary input" \
    fp.dieH_um 90.1 \
    clock-sinks 37 \
    fp.dieArea_sq_mm 0.00811 \
    cts_made_buffers 5 \
    cts_tree "done" \
    holdPathEnd "invalidPlugSeat$_SDFF_PP0_" \
    grt.busiest_layer "met1" \
    slew_headroom 0.615 \
    ys_types 58 \
    rows 31 \
    finish.instance_area_sq_mm 0.00279 \
    ff2ff_path_depth 8 \
    r2r_slack_ns 2.05 \
    met1_usage 0.226 \
    ys_area_sq_mm 0.00233 \
    peakVddDrop_v 0.000171 \
    drt_iter0_drc 114 \
    ys_top_logic_family "simple AND/OR/NAND/NOR gates" \
    cts_root_buf "clkbuf_8" \
    worstSetupEndpointType "register" \
    drtPass1Iterations 5 \
    worstSetupPathType "in2reg" \
    drcViolationCount 0 \
    synth-xor-area-share 0.0490 \
    core_sq_mm 0.00737 \
    cp_max_fo 7 \
    rr_endpoint "seatLeft[3]$_DFFE_PP_" \
    dp_hpwl_mm 4.05 \
    port_buffers 26 \
    grt-ovfl-total 0 \
    htree_levels 2 \
    cts-resized-gates 0 \
    synthAoiAreaFrac 0.150 \
    ys.flop_type "edfxtp_1" \
    utilization 0.379 \
    antenna_found_initial 0 \
    placed_cell_area_sq_mm 0.00269 \
    synth-seq-cells 37 \
    grt_pass1_wl_mm 9.14 \
    layout_top_cells "clkdlybuf4s50_1 (26), edfxtp_1 (25), nor2_1 (23)" \
    max_freq_ghz 0.305 \
    drv_cap 0 \
    area_growth_pct 20.0 \
    avgSynthCellArea_sq_um 10.1 \
    drive_gt1_frac 0.0772 \
]
-- worst max path at each step --
stage	to	slack, ns
4_1_cts	seatLeft[1]$_DFFE_PP_	1.35
6_report	seatLeft[1]$_DFFE_PP_	1.32
5_1_grt	seatLeft[2]$_DFFE_PP_	1.18
-- metal layers --
metal | wire (um) | up-vias | share of wire
met2 | 2440 | 42 | 0.46
met5 | 0 | - | 0
met1 | 2610 | 863 | 0.49
met3 | 279 | 2 | 0.052
li1 | - | 915 | -
met4 | 25 | 0 | 0.0047
-- stage by stage --
stage	std cells	total power [mW]
3_3_place_gp	350	0.530
6_report	358	0.792
2_1_floorplan	231	0.471
5_1_grt	358	0.830
3_5_place_dp	350	0.529
4_1_cts	358	0.803
-- cell families after synthesis --
kind of cell,after synthesis
AND/OR/NAND/NOR,85
buffers and inverters,29
XOR/XNOR,13
flip-flops,37
AND-OR/OR-AND,45
multiplexers,7
adder cells (fa/ha/maj),15
-- registers in the layout (all words and copies together), names as in the netlist --
| register | count |
|---|---|
| invalidPlugSeat | 1 |
| PlugSeats | 5 |
| TotalSeatsCount | 15 |
| insufficientFund | 1 |
| seatUnavailable | 1 |
| seatLeft | 5 |
| seatReady | 1 |
| moneyLeft | 6 |
| plugSeatUnavailable | 1 |
| notExactFund | 1 |
-- final cells by class --
class,instances,area (sq um)
inverters,22,82.6
flip-flops and latches,37,991
clock buffers,6,72.6
repair buffers,27,268
fillers,737,4580
well taps,99,124
clock inverters,2,33.8
multi-input cells,165,1220
-- where the power goes --
part,switching (mW),total [mW],internal [mW]
Sequential,0.0126,0.392,0.379
Combinational,0.0662,0.131,0.0645
Clock,0.110,0.270,0.160
Total,0.189,0.792,0.603
-- critical path, stage by stage --
cell,delay (ns)
clkdlybuf4s50_1,0.61
inv_1,0.16
ha_1,0.25
a2111oi_2,0.54
nor3_2,0.19
mux2i_1,0.17
o2bb2ai_1,0.16
a311o_1,0.32
-- Yosys cell counts, types with 2 or more instances --
library cell | n | area, sq um
edfxtp_1 | 25 | 751
nor2_1 | 23 | 86.3
inv_1 | 22 | 82.6
nand2_1 | 17 | 63.8
ha_1 | 14 | 175
dfxtp_1 | 12 | 240
xnor2_1 | 8 | 70.1
nor3_1 | 7 | 35.0
o21ai_0 | 7 | 35.0
a21oi_1 | 6 | 30.0
a311o_1 | 5 | 50.1
mux2i_1 | 5 | 50.1
nand3_1 | 5 | 25.0
xor2_1 | 5 | 43.8
clkbuf_1 | 4 | 15.0
o31ai_1 | 4 | 30.0
nand4_1 | 3 | 18.8
nor4_1 | 3 | 18.8
nor4b_1 | 3 | 26.3
o2bb2ai_1 | 3 | 26.3
or2_2 | 3 | 18.8
or3_1 | 3 | 18.8
a211oi_1 | 2 | 15.0
a22oi_1 | 2 | 15.0
buf_2 | 2 | 10.0
nand3b_1 | 2 | 15.0
nand4b_1 | 2 | 17.5
nor3b_1 | 2 | 15.0
o22ai_1 | 2 | 12.5
or4_1 | 2 | 15.0
Power is estimated from default activity; no workload was simulated.
